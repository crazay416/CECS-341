## flow/config.mk

```make
export PLATFORM = sky130hd
export DESIGN_NAME = Four_Bit_Adder_Subtractor
export DESIGN_NICKNAME = Four_Bit_Adder_Subtractor
export VERILOG_FILES = /design/flow/design.v
export SDC_FILE = /design/flow/constraint.sdc
export NUM_CORES = 4
export LEC_CHECK = 1
export CORE_AREA = 10 10 70 70
export DIE_AREA = 0 0 80 80
```

## flow/constraint.sdc

```tcl
current_design Four_Bit_Adder_Subtractor

set clk_period 2.8
set clk_io_pct 0.2

create_clock -name clk0 -period $clk_period

set non_clock_inputs [all_inputs -no_clocks]
set_input_delay [expr $clk_period * $clk_io_pct] -clock clk0 $non_clock_inputs
set_output_delay [expr $clk_period * $clk_io_pct] -clock clk0 [all_outputs]
```

## flow/design.v

```verilog
`timescale 1ns / 1ps
module Four_Bit_Adder_Subtractor(input[3:0] A, 
input[3:0] B, 
input k, 
output c_out,
output [3:0]sum);
    wire c0, c1, c2, x_B_0, x_B_1, x_B_2, x_B_3;
    assign x_B_0 = B[0] ^ k;
    assign x_B_1 = B[1] ^ k;
    assign x_B_2 = B[2] ^ k;
    assign x_B_3 = B[3] ^ k;
    Full_Adder
        FA_0(.A(A[0]), .B(x_B_0), .c_in(k), .c_out(c0), .sum(sum[0])),
        FA_1(.A(A[1]), .B(x_B_1), .c_in(c0), .c_out(c1), .sum(sum[1])),
        FA_2(.A(A[2]), .B(x_B_2), .c_in(c1), .c_out(c2), .sum(sum[2])),
        FA_3(.A(A[3]), .B(x_B_3), .c_in(c2), .c_out(c_out), .sum(sum[3]));
endmodule
`timescale 1ns / 1ps
module Full_Adder(input A, B, c_in, output c_out, sum);
    assign {c_out,sum} = A + B + c_in;
endmodule
```

## flow/run.sh

```bash
#!/bin/bash
# OpenROAD 26Q1-2900-gdf79404cd8, Yosys 0.63+post, stock flow scripts
make -C /OpenROAD-flow-scripts/flow DESIGN_CONFIG=/design/flow/config.mk WORK_HOME=/design/flow/orfs finish
```

==> flow_summary.html <==
<h2>Implementation results</h2>
<table>
<tr><th>Metric</th><th>Value</th></tr>
<tr><th colspan="2">Status</th></tr>
<tr><td>Run status</td><td>finished clean</td></tr>
<tr><th colspan="2">STA</th></tr>
<tr><td>Final setup slack of the worst path</td><td>0.0298 ns</td></tr>
<tr><td>Shortest period the worst path allows</td><td>2.77 ns</td></tr>
<tr><td>Fraction of the cycle the final worst path needs</td><td>98.9%</td></tr>
<tr><td>Transition time of the tightest slew-check pin</td><td>0.182 ns</td></tr>
<tr><td>Number of endpoints with negative hold slack in the final report</td><td>0</td></tr>
<tr><td>Max-slew violation total from the final report</td><td>0</td></tr>
<tr><td>Count of endpoints failing setup in the final report</td><td>0</td></tr>
<tr><td>Relative slew margins</td><td>87.8%</td></tr>
<tr><td>Unrepaired setup endpoints after global routing</td><td>true</td></tr>
<tr><td>Max Clk Rate</td><td>361 MHz</td></tr>
<tr><th colspan="2">Worst setup path</th></tr>
<tr><td>Critical-path maximum fanout</td><td>2</td></tr>
<tr><td>Max incr delay on CP</td><td>0.51 ns</td></tr>
<tr><td>Setup crit end kind</td><td>output pin</td></tr>
<tr><td>Slowest cell on crit path</td><td>fa_2</td></tr>
<tr><td>Most prevalent standard cell on the critical path</td><td>fa_2</td></tr>
<tr><td>Type of the worst setup path</td><td>in2out</td></tr>
<tr><td>Required time of the critical path</td><td>2.24 ns</td></tr>
<tr><td>Critical path data arrival time</td><td>2.21 ns</td></tr>
<tr><td>Cell-by-cell listing of the critical path</td><td>buf_6, mux2_4, fa_2, inv_2, fa_2, inv_2, fa_2, buf_2</td></tr>
<tr><td>Type of element launching the critical path</td><td>input pin</td></tr>
<tr><th colspan="2">Worst hold path</th></tr>
<tr><td>Tightest Hold Check Type</td><td>in2out</td></tr>
<tr><th colspan="2">Power</th></tr>
<tr><td>Comb power frac</td><td>100.0%</td></tr>
<tr><td>Total design power</td><td>61.0 uW</td></tr>
<tr><td>Share of total power in the clock network</td><td>0%</td></tr>
<tr><td>Sequential share of power</td><td>0%</td></tr>
<tr><td>Sw power</td><td>21.2 uW</td></tr>
<tr><td>Cell internal pwr</td><td>39.8 uW</td></tr>
<tr><td>Fraction of power spent switching nets</td><td>34.7%</td></tr>
<tr><td>Max rail drop VDD</td><td>0.0000456 V</td></tr>
<tr><td>PD cells</td><td>183 nW/um2</td></tr>
<tr><td>Pleak</td><td>0.000135 uW</td></tr>
<tr><th colspan="2">Yosys</th></tr>
<tr><td>Dominant cell type by area after synthesis</td><td>fa_1</td></tr>
<tr><td>Synthesis warning total</td><td>0</td></tr>
<tr><td>Leading cell types by count after synthesis</td><td>buf_4 (4), inv_1 (4), fa_1 (3), xor2_1 (3)</td></tr>
<tr><td>Post-synth top area share</td><td>39.7%</td></tr>
<tr><td>Top area cells in the synthesized netlist</td><td>fa_1 (40%), buf_4 (20%), xor2_1 (17%)</td></tr>
<tr><td>Number of instances in the synthesized netlist</td><td>16</td></tr>
<tr><td>Mapped Area</td><td>151 um2</td></tr>
<tr><td>Cells in synth_stat.txt</td><td>16</td></tr>
<tr><td>Sequential-to-total area share from yosys stat</td><td>0%</td></tr>
<tr><td>Syn_area_per_cell</td><td>9.46 um2</td></tr>
<tr><td>Yosys stat chip area</td><td>151 um2</td></tr>
<tr><td>Post-synth cell types</td><td>6</td></tr>
<tr><th colspan="2">Finish</th></tr>
<tr><td>Filler cell count in the final layout</td><td>409</td></tr>
<tr><td>Share of layout cells above drive strength 1</td><td>42.9%</td></tr>
<tr><td>Area taken by flip-flops and latches</td><td>0 um2</td></tr>
<tr><td>Num sequential</td><td>0</td></tr>
<tr><td>Layout clock buffer count</td><td>0</td></tr>
<tr><td>Layout-stage area growth over the synthesis result</td><td>121%</td></tr>
<tr><th colspan="2">Place</th></tr>
<tr><td>GPL Wtd Cong</td><td>0.722</td></tr>
<tr><td>Half-perimeter wire length after placement</td><td>544 um</td></tr>
<tr><td>Pre-CTS WS</td><td>-0.848 ns</td></tr>
<tr><td>Number of input and output port buffers inserted</td><td>14</td></tr>
<tr><th colspan="2">Routing</th></tr>
<tr><td>Number of detailed-routing iterations run before antenna repair</td><td>2</td></tr>
<tr><td>Antenna-violating nets left</td><td>0</td></tr>
<tr><td>Starting DRC count in detailed routing</td><td>1</td></tr>
<tr><td>Remaining DRCs</td><td>0</td></tr>
<tr><td>Antenna Diode Count</td><td>0</td></tr>
<tr><td>Vias after detailed routing</td><td>128</td></tr>
<tr><td>Detail-routed net length per standard cell</td><td>7.57 um</td></tr>
<tr><td>Post-Route WL</td><td>560 um</td></tr>
<tr><td>Per-cell via count in the routed design</td><td>1.73</td></tr>
<tr><th colspan="2">Floorplanning</th></tr>
<tr><td>Initial Utilization</td><td>4.43%</td></tr>
<tr><td>Die span in y</td><td>80 um</td></tr>
<tr><td>Placeable core region</td><td>3420 um2</td></tr>
<tr><td>Die width</td><td>80 um</td></tr>
<tr><td>Overall chip area</td><td>6400 um2</td></tr>
<tr><td>Number of placed I/O pins</td><td>14</td></tr>
<tr><td>Count of standard-cell rows</td><td>21</td></tr>
<tr><th colspan="2">Global route</th></tr>
<tr><td>Sum of overflow across all layers after global routing</td><td>0</td></tr>
<tr><td>Tot GR Track Use</td><td>1.86%</td></tr>
<tr><td>Initial antenna violation count</td><td>0</td></tr>
<tr><td>Largest net degree at the start of global routing</td><td>4</td></tr>
<tr><td>Vias in the first global route</td><td>161</td></tr>
<tr><td>Global-route wire length before repair</td><td>924 um</td></tr>
<tr><th colspan="2">Flow run</th></tr>
<tr><td>Log Warnings</td><td>37</td></tr>
<tr><td>Number of max-cap violations</td><td>0</td></tr>
<tr><th colspan="2">Clock tree</th></tr>
<tr><td>Post-CTS setup repair buffer count</td><td>0</td></tr>
<tr><td>Quantity of hold-fixing buffers added after cts</td><td>0</td></tr>
</table>
final cells by class:
cell class,instances,area [um2],share of cell area (%)
Inverter,4,15.0,4.49
Multi-Input combinational cell,8,118,35.2
Tap cell,46,57.6,17.2
Timing Repair Buffer,16,144,43.1
metal layers:
layer / GRT usage [%] / part of all wire (%) / vias up
met5: 0 / 0 / -
met4: 0 / 0 / 0
met3: 1.36 / 19 / 0
met2: 2.25 / 31 / 11
met1: 2.67 / 49 / 52
li1: - / - / 65
path summary, 6_finish.rpt:
kind | startpoint | to | slack [ns] | depth (start not counted)
max | B[0] | sum[3] | 0.03 | 8
min | B[0] | sum[0] | 1.66 | 3
placed cells by master, fill, tap and decap left out, drive strengths merged:
cell type,Yosys,routed
clkdlybuf4s15,0,1
clkdlybuf4s50,0,6
fa,3,3
buf,4,6
mux2,1,1
xnor2,1,1
dlygate4sd2,0,3
inv,4,4
xor2,3,3
critical path, delay by kind of cell:
family	cells	cell delay (ns)
adders and majority gates	3	1.05
buffers and inverters	4	0.31
muxes	1	0.29
logic make-up after synthesis:
group	synth area share, %
buffers and inverters	29.7
XOR/XNOR	23.1
adder cells (fa/ha/maj)	39.7
multiplexers	7.44
power by group through the flow:
stage | logic (uW) | registers (uW) | clock network, uW
4_1_cts | 63.0 | 0 | 0
5_1_grt | 69.9 | 0 | 0
6_report | 61.0 | 0 | 0
metrics by stage:
stage | cell area [um2] | cells | setup TNS, ns | utilization [%] | hold WS (ns)
5_1_grt | 334 | 74 | -0.0247 | 9.78 | 1.71
3_5_place_dp | 334 | 74 | -2.26 | 9.78 | 2.11
4_1_cts | 333 | 74 | -0.0126 | 9.74 | 1.68
3_3_place_gp | 334 | 74 | -2.21 | 9.78 | 2.11
6_report | 334 | 74 | 0 | 9.78 | 1.66
2_1_floorplan | 151 | 16 | 0 | - | 1.23
timing repair:
item	CTS	global route
gates resized	29	1
setup endpoints to repair	4	2
pin swaps	1	1
No activity file was given, so power comes from the tool's default toggle rates.
